<file path="./design.v">
module Lab2_decoder_2x4 (output reg[3:0] Dout, input [1:0] A, input enable);
	always @(A,enable)
	begin
	if(enable==0)
		 Dout=0;
	else
		case(A)	
			2'b00: Dout=4'b1000;
			2'b01: Dout=4'b0100;
			2'b10: Dout=4'b0010;
			2'b11: Dout=4'b0001;
		endcase
	end
endmodule
module Lab2_decoder_3x8 (output reg[7:0] Dout, input [2:0] A, input enable);
	always @(A,enable)
	begin
	if(enable==1'b0)
		Dout[7:0]=8'b00000000;
	else
		case(A)
			3'b000: Dout=8'b10000000;
			3'b001: Dout=8'b01000000;
			3'b010: Dout=8'b00100000;
			3'b011: Dout=8'b00010000;
			3'b100: Dout=8'b00001000;
			3'b101: Dout=8'b00000100;
			3'b110: Dout=8'b00000010;
			3'b111: Dout=8'b00000001;
		endcase
	end
endmodule
module Lab2_decoder_5x32 (output [31:0] Dout, input [4:0] A, input enable);
	wire [3:0]B;
	Lab2_decoder_2x4 D0(B[3:0], A[4:3], enable);
	Lab2_decoder_3x8 D1(Dout[31:24] , A[2:0], B[3]);
	Lab2_decoder_3x8 D2(Dout[23:16] , A[2:0], B[2]);
	Lab2_decoder_3x8 D3(Dout[15:8], A[2:0], B[1]);
	Lab2_decoder_3x8 D4(Dout[7:0], A[2:0], B[0]);
endmodule
</file>
<file path="./run.sh">
#!/bin/bash
# OpenROAD 26Q1-2900-gdf79404cd8, Yosys 0.63+post, stock flow scripts
make -C /OpenROAD-flow-scripts/flow DESIGN_CONFIG=/design/flow/config.mk WORK_HOME=/design/flow/orfs finish
</file>
<file path="./config.mk">
export PLATFORM = sky130hd
export DESIGN_NAME = Lab2_decoder_5x32
export DESIGN_NICKNAME = Lab2_decoder_5x32
export VERILOG_FILES = /design/flow/design.v
export SDC_FILE = /design/flow/constraint.sdc
export NUM_CORES = 4
export LEC_CHECK = 1
export CORE_AREA = 10 10 70 70
export DIE_AREA = 0 0 80 80
</file>
<file path="./constraint.sdc">
current_design Lab2_decoder_5x32

set clk_period 1.1
set clk_io_pct 0.2

create_clock -name clk0 -period $clk_period

set non_clock_inputs [all_inputs -no_clocks]
set_input_delay [expr $clk_period * $clk_io_pct] -clock clk0 $non_clock_inputs
set_output_delay [expr $clk_period * $clk_io_pct] -clock clk0 [all_outputs]
</file>
==> flow_summary.toml <==
# physical design summary
[outcome]
outcome = "finished with violations"
violations = "negative setup slack"

[job]
drv_cap = 0
warnings = 34

[synth]
avgSynthCellArea_um2 = 4.90
syn-cell-area_um2 = 230
synth.yosys.warnings = 2
topCellsByArea = "nor2_1 (52%), nand4bb_1 (15%), nand4b_1 (11%)"
top_cell = "nor2_1"
synth_seq_share_pct = 0
ys_area_um2 = 230
ys_cells = 47
synth_cell_type_count = 9
syn_inst = 47
top_area_share_pct = 52.2
top_cells_by_count = "nor2_1 (32), clkbuf_1 (3), nand4b_1 (3), nand4bb_1 (3), nand2b_1 (2)"
yosys.area.top_type = "nor2_1"

[die]
rows = 21
die_h_um = 80
fp_util_pct = 6.74
fp.coreArea_um2 = 3420
pin_count = 38
die_w_um = 80
dieArea_um2 = 6400

[setup_path]
end_kind = "output port"
crit_path_frequent_cell = "buf_6"
path_buffers = 3
crit_slowest_cell = "or4b_4"
worstSetupStartpointType = "input port"
worstPathRequired_ns = 0.88
max_stage_delay_ns = 0.56
crit_family = "simple AND/OR/NAND/NOR gates"
crit_chain = "buf_6, or4b_4, buf_6, nor2_4, buf_2"
worstSetupPathType = "input port to output port"
cp_max_fo = 3
arrival_ns = 1.18

[final_layout]
drive_above_1_share_pct = 84.6
final_core_util_pct = 30.2
seq_cells = 0
seq_area_um2 = 0
area_delta_synth_final_pct = 348
clock_buffers = 0

[sta]
timing.final.crit_share_pct = 127
fmax_mhz = 715
period_minus_slack_ns = 1.40
worstMarginPinSlew_ns = 0.328
fin_ws_ns = -0.298
slew-limit-headroom_pct = 78.1
whs_ns = 0.783
hold_viol = 0
grt_setup_unrepaired = "true"
setup_viol = 30
drv_slew = 0

[global_route]
grt_max_degree = 9
grt_overflow = 0
grt_pass1_wl_mm = 3.26
track_usage_pct = 6.26
grt_pass1_vias = 605
antenna_found_initial = 0

[drt]
drtIter0Drc = 4
drtPass1Iterations = 4
drcViolationCount = 0
num_vias = 585
vias_per_cell = 3.59
wl_mm = 2.09
routedWlPerCell_um = 12.8
ant_nets = 0
antenna_cells = 0

[placed_design]
dp.final_hpwl_mm = 1.38
port-buffer-count = 38
place.gp.congestion = 0.712

[cts]
ctsHoldBuffers = 0

[power]
ir_drop_mv = 0.0525
p_per_area_nw_per_um2 = 246
leakagePower_uw = 0.000497

[hold_path]
hp-class = "input port to output port"
layout by cell type (no fill, tap or decap), types with 2 or more instances in the layout:
cell	instances
nand4bb_4	3
buf_2	29
buf_12	3
buf_6	22
nand2b_4	2
buf_4	15
clkbuf_2	2
nor2_1	13
nor2_2	12
nand4b_1	3
nor2_4	7
per-layer routing:
metal / GRT usage (%) / vias up / wire length, um
li1: - / 295 / -
met1: 8.93 / 268 / 1040
met2: 10.0 / 22 / 904
met3: 1.25 / 0 / 146
met4: 0 / 0 / 0
met5: 0 / - / 0
report_power, final:
group          leakage [uW]  switching, uW  internal (uW)
Sequential                0              0              0
Clock                     0              0              0
Combinational      0.000497            101            153
cell type report:
type,instances,area (um2)
fillers,353,2380
repair buffers,73,601
multi-input cells,44,374
well taps,46,57.6
worst min-delay path: cells and delay by family:
family        cells  cell delay [ns]
buf+inv           2             0.17
simple gates      2             0.17
kinds of logic after synthesis:
logic type             synth area share, %
buffers and inverters                 4.89
AND/OR/NAND/NOR                       95.1
worst paths after layout:
kind  startpoint       end  slack (ns)  depth (start not counted)
max         A[2]  Dout[29]       -0.30                          5
min         A[3]  Dout[31]        0.78                          4
what timing repair did:
action / CTS / global route
endpoints found under the setup margin: 32 / 32
pin swaps: 39 / 25
gates cloned: 0 / 0
buffers inserted: 28 / 3
resized: 162 / 21
through the flow:
stage | TNS (ns) | area, um2 | instances | power, uW | setup slack (ns)
6_report | -4.43 | 1030 | 163 | 254 | -0.298
5_1_grt | -6.03 | 1030 | 163 | 272 | -0.340
4_1_cts | -4.83 | 951 | 160 | 233 | -0.316
3_5_place_dp | -26.22 | 687 | 132 | 114 | -0.955
3_3_place_gp | -25.84 | 687 | 132 | 113 | -0.951
2_1_floorplan | 0 | 230 | 47 | 35.7 | 0.0244
Power figures rest on the tool's default switching activity, not on a simulated workload.
