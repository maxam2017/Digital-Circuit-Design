$ cat /design/flow/run.sh
#!/bin/bash
# OpenROAD 26Q1-2900-gdf79404cd8, Yosys 0.63+post, stock flow scripts
make -C /OpenROAD-flow-scripts/flow DESIGN_CONFIG=/design/flow/config.mk WORK_HOME=/design/flow/orfs finish
$ cat /design/flow/config.mk
export PLATFORM = sky130hd
export DESIGN_NAME = Lab2_ripple_borrow_4_bit_sub
export DESIGN_NICKNAME = Lab2_ripple_borrow_4_bit_sub
export VERILOG_FILES = /design/flow/design.v
export SDC_FILE = /design/flow/constraint.sdc
export NUM_CORES = 4
export LEC_CHECK = 1
export CORE_AREA = 10 10 70 70
export DIE_AREA = 0 0 80 80
$ cat /design/flow/constraint.sdc
current_design Lab2_ripple_borrow_4_bit_sub

set clk_period 3.8
set clk_io_pct 0.2

create_clock -name clk0 -period $clk_period

set non_clock_inputs [all_inputs -no_clocks]
set_input_delay [expr $clk_period * $clk_io_pct] -clock clk0 $non_clock_inputs
set_output_delay [expr $clk_period * $clk_io_pct] -clock clk0 [all_outputs]
$ cat /design/flow/design.v
module Lab2_full_sub(output D, B, input x, y, z);
	wire D1,B1,B2;
	Lab2_half_sub_gate_level HA1(D1 , B1 , x , y);
	Lab2_half_sub_gate_level HA2(D , B2 , D1 , z);
	or	G(B , B1 , B2);
endmodule
module Lab2_half_sub_gate_level(output D, B, input x, y);
	wire	w;
	xor		G1(D,x,y);
	not		G2(w,x);
	and		G3(B,w,y);
endmodule
module Lab2_ripple_borrow_4_bit_sub (
	output [3:0] Diff, 
	output Bout, 
	input [3:0] X, Y, 
	input Bin 
);
	wire B1 , B2 , B3;
	Lab2_full_sub 	FS0(Diff[0],B1,X[0],Y[0],Bin);
	Lab2_full_sub 	FS1(Diff[1],B2,X[1],Y[1],B1);
	Lab2_full_sub 	FS2(Diff[2],B3,X[2],Y[2],B2);
	Lab2_full_sub 	FS3(Diff[3],Bout,X[3],Y[3],B3);
endmodule
==> impl_metrics.ini <==
; yosys + openroad results
[final_layout]
drive_above_1_share_pct = 14.3
seq_cells = 0
syn2layout_area_growth_pct = 118
final_layout_top_logic_cells = clkdlybuf4s50_1 (12), inv_1 (8), inv_2 (2), fa_1 (2), fa_2 (2)
layout_top_cell = clkdlybuf4s50_1
n_clock_buffer = 0
regArea_um2 = 0

[job]
tool_warnings = 32
maxCapViolCount = 0

[pwr]
power_mw = 0.0363
p_per_area_nw_per_um2 = 113
p_leak_nw = 0.144
ir_worst_vdd_mv = 0.0317

[synthesis]
top_area_share_pct = 54.2
ys_top_cells_by_area = fa_1 (54%), inv_1 (25%), buf_4 (20%)
syn_area_um2 = 148
ys_cells = 18
syn_inst = 18
postSynthAreaPerCell_um2 = 8.20
synth_cell_type_count = 3
yosys-stat-area_um2 = 148
yosysTopAreaCell = fa_1
ys_warn_count = 0
ys_seq_share_pct = 0

[drt]
vias = 126
drcViolationCount = 0
wirelength_um = 423
postRouteAntennaNets = 0
avgRoutedWirePerCell_um = 5.72
drtIter0Drc = 0
diodes = 0
dr.pass1.iters = 1
viasPerCell = 1.70

[worst_setup_path]
crit_fanout = 1
cp-startpoint = X[0]
cp-endpoint = Diff[3]
worst_ep_required_time_ns = 3.04
cp-start-kind = input port
critPathArrivalTime_ns = 2.91
crit_type = input port to output pin
end_kind = output pin

[floorplan]
pin_count = 14
coreArea_um2 = 3420
rows = 21
fp-utilization_pct = 4.32
die_y_um = 80
die-area_um2 = 6400
die_w_um = 80

[grt]
grt_pass1_wl_um = 565
grt.overflow.total = 0
grt_start_max_net_pins = 2
antenna_found_initial = 0
met1_usage_pct = 1.81
met3_usage_pct = 0.795
met2_usage_pct = 1.20
grt_pass1_vias = 124
grt_usage_pct = 1.14
top_usage_layer = met1

[timing]
setup_slack_ns = 0.129
relSlewSlack_pct = 93.7
finalCriticalPeriod_ns = 3.67
worst_pin_slew_ns = 0.0938
finalSetupViolations = 0
fmaxAchievable_mhz = 272
period_used_pct = 96.6
slew_violations = 0
hold_viol = 0
grt_setup_unrepaired = false

[outcome]
outcome = finished, final reports clean

[hold_path]
min_path_type = input port to output pin

[placed_design]
dp_slack_ns = -0.124
gp_congestion = 0.744
dp.final_hpwl_um = 417
portBuffers = 14

[cts]
post_cts_buffers = 0
==> cell type report <==
class	instances	area [µm²]
Inverter	10	37.5
Tap cell	46	57.6
Multi-Input combinational cell	4	85.1
Fill cell	414	3090
Timing Repair Buffer	14	141
==> through the flow <==
step	hold slack [ns]	TNS, ns	instance area [µm²]	util, %	cells
detailed placement	2.58	-0.124	315	9.23	74
CTS	2.35	0	319	9.34	74
global placement	2.59	-0.113	315	9.23	74
global route	2.37	0	322	9.41	74
floorplan	1.68	0	148	-	18
finish	2.33	0	322	9.41	74
==> critical path, stage by stage <==
cell	delay, ns
clkdlybuf4s50_1	0.49
fa_2	0.21
inv_2	0.04
fa_2	0.34
fa_1	0.36
inv_1	0.07
fa_1	0.39
dlygate4sd2_1	0.25
==> timing repair <==
| action | in CTS | in global routing |
|---|---|---|
| cloned | 0 | 0 |
| endpoints found under the hold margin | 0 | 0 |
| resized | 4 | 2 |
| hold buffers | 0 | 0 |
| pin swaps | 1 | 1 |
| endpoints found under the setup margin | 1 | 2 |
==> report_power, final <==
part	internal (mW)	leakage (nW)	switching, mW
sequential	0	0	0
combinational	0.0257	0.144	0.0106
clock	0	0	0
total	0.0257	0.144	0.0106
==> cells in the mapped netlist (all sizes together) <==
| cell type | number |
|---|---|
| buf | 4 |
| inv | 10 |
| fa | 4 |
==> cell families (layout without fill, tap and decap cells) <==
logic type | after synthesis | count (layout) | share of synthesized area (%)
buffers and inverters | 14 | 24 | 45.8
adder cells (fa/ha/maj) | 4 | 4 | 54.2
==> per-layer routing <==
metal / wire length [µm] / vias to the layer above
li1: - / 60
met5: 0 / -
met1: 222 / 52
met3: 99 / 0
met4: 0 / 0
met2: 101 / 14
==> worst min path at each step <==
stage | from | endpoint | slack (ns) | cells past startpoint
finish | Y[3] | Diff[3] | 2.33 | 4
global route | Y[0] | Diff[0] | 2.37 | 4
CTS | Y[3] | Diff[3] | 2.35 | 4
Power and IR drop assume default switching activity.
